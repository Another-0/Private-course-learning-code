`/design/flow/run.sh`:
```
#!/bin/bash
# OpenROAD 26Q1-2900-gdf79404cd8, Yosys 0.63+post, stock flow scripts
make -C /OpenROAD-flow-scripts/flow DESIGN_CONFIG=/design/flow/config.mk WORK_HOME=/design/flow/orfs finish
```
`/design/flow/config.mk`:
```
export PLATFORM = sky130hd
export DESIGN_NAME = add1
export DESIGN_NICKNAME = add1
export VERILOG_FILES = /design/flow/design.v
export SDC_FILE = /design/flow/constraint.sdc
export NUM_CORES = 4
export LEC_CHECK = 1
export CORE_AREA = 10 10 70 70
export DIE_AREA = 0 0 80 80
```
`/design/flow/constraint.sdc`:
```
current_design add1

set clk_period 5.5
set clk_io_pct 0.2

create_clock -name clk0 -period $clk_period

set non_clock_inputs [all_inputs -no_clocks]
set_input_delay [expr $clk_period * $clk_io_pct] -clock clk0 $non_clock_inputs
set_output_delay [expr $clk_period * $clk_io_pct] -clock clk0 [all_outputs]
```
`/design/flow/design.v`:
```
`timescale 1ns / 1ps
module add1(a,c);
input [31:0] a;
output [31:0] c;
assign c = a+32'h00000004;
endmodule
```
==> flow_summary.toml <==
# generated from flow reports
[power]
finalPower_w = 0.0000696
ir_drop_mv = 0.0291
power_density_nw_per_um2 = 56.9
leakage_nw = 0.423

[routing]
viasPerCell = 4.14
drt-pass1-iter-count = 5
route.antenna.diode_count = 0
vias = 775
ant_nets = 0
detail_route.wl_per_cell_um = 12.1
drtIter0Drc = 36
wirelength_um = 2270
drc = 0

[synth]
syn_inst = 83
synth_warnings = 0
netlist_area_um2 = 581
ys_seq_share_pct = 0
synth-area-yosys_um2 = 581
yosysUniqueCellTypes = 18
post-synth-top-count-cell = "xnor2_1"
top_cells_by_area = "xnor2_1 32%, xor2_1 11%, nand4_1 9.7%"
avgSynthCellArea_um2 = 6.99
synthTopCellsByCount = "21 x xnor2_1, 10 x nand2_1, 10 x nand3_1"
yosysTopAreaCellShare_pct = 31.7
synth_area_leader_cell = "xnor2_1"
yosys_cells = 83

[placed_design]
port_buffers = 60
pre_cts_slack_ns = 1.03
place_congestion = 0.734
dp_hpwl_um = 2030

[global_route]
grt_start_max_net_pins = 9
grt_antenna_before_repair = 0
met2_usage_pct = 12.0
grt_busiest_layer = "met2"
grt_pass1_wl_um = 3840
first_global_vias = 822
grt_use_total_pct = 7.11
gr-total-overflow = 0
grtUsageMet1_pct = 8.57
grtUsageMet3_pct = 3.30

[die]
core-area_um2 = 3420
die_x_um = 80
initCoreUtil_pct = 17.0
chipArea_um2 = 6400
fp.dieH_um = 80
ios = 64
fp-row-count = 21

[timing]
relSlewSlack_pct = 66.5
worst_pin_slew_ns = 0.498
finalSetupViolations = 0
fmax_mhz = 226
fin_ws_ns = 1.08
finalHoldViolCount = 0
rsz0062_at_grt = "false"
period_needed_ns = 4.42
period_used_pct = 80.4
slew_violations = 0
fin_tns_setup_ns = 0
hold_ws_ns = 2.20

[layout]
drive_gt1_share_pct = 4.96
logic_area_um2 = 558
clockBufferCount = 0
seq_area_um2 = 0
seq_cell_count = 0
fillers = 348
syn_to_final_growth_pct = 111

[worst_setup_path]
critical_path_class = "input port to output port"
path_cells = "clkdlybuf4s50_1 > ha_1 > nand3_1 > nor4_4 > nand4_1 > xnor2_1 > clkdlybuf4s50_1"
crit_required_ns = 4.40
cpPeakStageDelay_ns = 0.53
cp-end-kind = "output port"
crit_arrival_ns = 3.32
crit_path_start_kind = "input port"
crit_path_frequent_cell = "clkdlybuf4s50_1"
crit_fanout = 8
crit_slowest_cell = "clkdlybuf4s50_1"

[hold_path]
hp-start = "a[0]"
hold_class = "input port to output port"
min_path_cells = 0
min_to = "c[0]"

[clocking]
hold_buffers = 0
cts_resized = 0
cts_setup_buffers = 0

[flow_run]
cap_violations = 0
warnings = 32

[outcome]
status = "complete, no violations"
==> placed cells by master (no fill, tap or decap), drive strengths merged <==
cell type / netlist / layout
and2: 1 / 1
nor4: 2 / 2
and3: 2 / 2
or2: 2 / 2
nand2: 10 / 10
ha: 1 / 1
nor3: 3 / 3
clkdlybuf4s50: 0 / 60
nand3: 11 / 11
and4: 2 / 2
nor2: 7 / 7
xnor2: 21 / 21
inv: 2 / 2
nand4: 10 / 10
xor2: 7 / 7
==> cell families after synthesis <==
| logic type | share of synthesized area (%) |
|---|---|
| xor+xnor | 42.2 |
| fa+ha+maj | 2.15 |
| buf+inv | 3.88 |
| simple gates | 51.7 |
==> report_power, final <==
part	leakage (nW)	internal [W]	switching [W]
combinational	0.423	0.0000483	0.0000213
clock	0	0	0
sequential	0	0	0
==> worst max-delay path: cells and delay by family <==
family,cells,cell delay [ns]
XOR/XNOR,1,0.16
adder cells (fa/ha/maj),1,0.20
buffers and inverters,2,1.01
AND/OR/NAND/NOR,3,0.84
==> layer usage <==
layer	up-vias	part of all wire, %	routed length [um]
li1	412	-	-
met3	0	14	325
met1	333	38	860
met2	30	48	1080
met5	-	0	0
met4	0	0	0
==> worst max path at each step <==
stage         from    end  depth (start not counted)  slack (ns)
global route  a[2]  c[28]                          7        0.85
CTS           a[2]  c[28]                          7        1.03
finish        a[2]  c[28]                          7        1.08
==> per-stage QoR <==
step           instances  util [%]  cell area, um^2
2_1_floorplan         83         -              581
3_3_place_gp         187      35.8             1220
3_5_place_dp         187      35.8             1220
4_1_cts              187      35.8             1220
5_1_grt              187      35.8             1220
6_report             187      35.8             1220
==> final cells by class <==
| type | count | area share, % |
|---|---|---|
| Multi-Input combinational cell | 79 | 45.6 |
| Tap cell | 46 | 4.70 |
| Inverter | 2 | 0.613 |
| Timing Repair Buffer | 60 | 49.1 |
Power is estimated from default activity; no workload was simulated.
