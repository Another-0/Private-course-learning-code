==> ./design.v <==
`timescale 1ns / 1ps
module pc(d,rst,clk,pc);
input [31:0] d;
input rst,clk;
output [31:0] pc;
reg [31:0] pc;
always@(posedge clk)
if(!rst) pc<=0;
	else pc<=d;
endmodule
==> ./run.sh <==
#!/bin/bash
# OpenROAD 26Q1-2900-gdf79404cd8, Yosys 0.63+post, stock flow scripts
make -C /OpenROAD-flow-scripts/flow DESIGN_CONFIG=/design/flow/config.mk WORK_HOME=/design/flow/orfs finish
==> ./config.mk <==
export PLATFORM = sky130hd
export DESIGN_NAME = pc
export DESIGN_NICKNAME = pc
export VERILOG_FILES = /design/flow/design.v
export SDC_FILE = /design/flow/constraint.sdc
export NUM_CORES = 4
export LEC_CHECK = 1
export CORE_AREA = 10 10 90 90
export DIE_AREA = 0 0 100 100
==> ./constraint.sdc <==
current_design pc

set clk_period 1.0
set clk_io_pct 0.2

create_clock -name clk0 -period $clk_period [get_ports {clk}]

set non_clock_inputs [all_inputs -no_clocks]
set_input_delay [expr $clk_period * $clk_io_pct] -clock clk0 $non_clock_inputs
set_output_delay [expr $clk_period * $clk_io_pct] -clock clk0 [all_outputs]
==> metrics.cfg <==
[cts]
post-cts-setup-buffers = 0
clock_path_buffers = 2
cts_tree = yes
numCtsBuffers = 5
cts_hold_buf = 0
clockRootBuffer = clkbuf_8
clock_sink_count = 32
htree_levels = 2
clkTransAtPathRegs_ns = 0.07

[synth]
xor_area_share_pct = 0
ys_seq_share_pct = 71.5
ys_sh_aoi_pct = 0
top_area_cell = dfxtp_1
top_area_share_pct = 71.5
ys.flop_type = dfxtp_1
ys_sh_mux_pct = 0
ys_sh_adder_pct = 0
synth_flops = 32
synthSimpleGateAreaFrac_pct = 26.8
syn_area_um2 = 896
async_flop_share_pct = 0
ys_chip_area_um2 = 896
synthTopCellsByCount = 32 x and2_2, 32 x dfxtp_1, 3 x clkbuf_2
yosys_warnings = 1
yosysUniqueCellTypes = 3
area_leaders = dfxtp_1 72%, and2_2 27%, clkbuf_2 1.7%
edf_count = 0
yosys_cells = 67
logic_family = simple AND/OR/NAND/NOR gates
syn_inst = 67
avgSynthCellArea_um2 = 13.4

[timing]
timing.final.crit_share_pct = 94.8
hold_viol = 0
timing.fmax_mhz = 1050
tns_ns = 0
setup_viol = 0
final_max_slew_viol_count = 0
tightestPinTransition_ns = 0.151
rsz0062_at_grt = no
layout_min_cycle_time_ns = 0.948
max-slew-margin-rel_pct = 89.9

[hold_path]
min-delay-start = d[2]
min_path_type = in -> reg
min_to = pc[2]
hold_depth = 2

[drt]
wl_per_cell_um = 12.1
routed_wl_mm = 2.60
num_vias = 685
drt_iter0_drc = 2
firstDrtPassIters = 2
post-route-drc-count = 0
antennaDiodeCount = 0
viasPerCell = 3.19
detail-route-antenna-nets = 0

[floorplanning]
initCoreUtil_pct = 14.3
ios = 66
fp.dieW_um = 100
die_area_mm2 = 0.0100
coreArea_mm2 = 0.00628
die_y_um = 100
row_count = 29

[power]
pwr_density_cell_mw_per_mm2 = 1630
ir_drop_v = 0.000471
power.leakage_nw = 0.710
finalPower_w = 0.00269

[setup_path]
crit_path_start_kind = flip-flop
cp_slowest_cell = dfxtp_1
crit_chain = clkdlybuf4s15_1
crit_family = flip-flops
crit_required_ns = 0.80
max_stage_delay_ns = 0.31
path_buffers = 1
arrival_ns = 0.75
crit_fanout = 1
cp-end-kind = primary output
crit_type = reg -> out

[global_routing]
overflow = 0
grt_pass1_vias = 767
grt_pass1_wl_mm = 4.02
grt_max_degree = 21
antenna_found_initial = 0
grt_usage_pct = 5.02

[placement]
port_buffers = 65
gp_congestion = 0.670
hpwl_mm = 2.12
place_inst = 208

[layout]
drive_above_1_share_pct = 54.3
largest_reg_flops = 32
nFillCells = 672
area.growth.synth_to_final_pct = 84.2
fin_util_pct = 26.3
regMostFlops = pc
top_regs = pc x32
stdcell_count = 215

[status]
status = completed

[job]
warnings = 25
drv_cap = 0

layout make-up:
cell class,count,area (um^2),area share [%]
multi-input cells,32,240,14.6
clock buffers,7,96.3,5.84
well taps,77,96.3,5.84
flip-flops and latches,32,657,39.8
repair buffers,67,561,34.0
cell families after synthesis:
group,after synthesis
buffers and inverters,3
and+or+nand+nor,32
DFF,32
routing by layer:
layer  GRT usage, %  up-vias  wire length (um)
met5              0        -                 0
met4           1.20        0                46
met3           3.19        2               340
met2           7.96       38              1220
met1           5.54      307               998
li1               -      338                 -
layout by cell type, fill, tap and decap left out, drive strengths merged:
master and count:
clkdlybuf4s50 33, and2 32, dfxtp 32, clkbuf 27, clkdlybuf4s15 11, buf 3
through the flow:
stage	hold WS [ns]	setup WS [ns]	instance area, um^2
global placement	0.798	-0.108	1640
finish	0.516	0.0519	1650
global route	0.494	0.000814	1650
detailed placement	0.800	-0.126	1640
floorplan	0.336	0.405	896
CTS	0.502	0.00468	1740
report_power, final:
group,internal (W),switching (W),total [W]
logic,0.000214,0.0000518,0.000266
clock network,0.000613,0.000446,0.00106
registers,0.00135,0.0000159,0.00136
worst max-delay path by stage:
stage	cells past startpoint	slack, ns	end	startpoint
CTS	1	0.005	pc[31]	pc[31]
global route	1	0.0008	pc[18]	pc[18]
finish	1	0.05	pc[19]	pc[19]
what timing repair did:
action | in CTS | in global routing
gates resized | 69 | 30
endpoints found under the setup margin | 32 | 24
pin swaps | 0 | 0
